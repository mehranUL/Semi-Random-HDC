File: flow/design.v
module P_HV_image (clk, reset, scalar, out_p);
input clk, reset;
input [9:0] scalar [0:143];
output [143:0] out_p;
wire bs_vdc [0:143], Q_T [0:143];
genvar i;
generate
for (i=0; i<144; i = i+1)begin
	vdc10bit vdc(clk, reset, scalar[i],bs_vdc[i]);
	jk_ff TFF(bs_vdc[i], bs_vdc[i], clk, Q_T[i]);
	assign out_p[i] = bs_vdc[i] ^ Q_T[i];
end
endgenerate
endmodule
module jk_ff ( input j, input k, input clk, output q);  
   reg q;  
   always @ (posedge clk) begin  
      case ({j,k})  
         2'b00 :  q <= q;  
         2'b01 :  q <= 0;  
         2'b10 :  q <= 1;  
         2'b11 :  q <= ~q;  
      endcase 
	end	  
endmodule
module vdc10bit(clk, reset, scalar, bs);
input clk,reset;
input [9:0] scalar;
output bs;
reg [9:0] outcount;
wire [9:0] vdcout;
always@(posedge clk)
begin
    if(reset)
        outcount <= 0;
    else
        outcount <= outcount + 1;
end
assign vdcout [9:0] = {outcount[0],outcount[1],outcount[2],outcount[3],outcount[4],outcount[5],outcount[6],outcount[7],outcount[8],outcount[9]};
assign bs = (scalar > vdcout) ? 1'b1:1'b0;
endmodule
File: flow/run.sh
#!/bin/bash
# OpenROAD 26Q1-2900-gdf79404cd8, Yosys 0.63+post, stock flow scripts
make -C /OpenROAD-flow-scripts/flow DESIGN_CONFIG=/design/flow/config.mk WORK_HOME=/design/flow/orfs finish
File: flow/config.mk
export PLATFORM = sky130hd
export DESIGN_NAME = P_HV_image
export DESIGN_NICKNAME = P_HV_image
export VERILOG_FILES = /design/flow/design.v
export SDC_FILE = /design/flow/constraint.sdc
export NUM_CORES = 4
export LEC_CHECK = 1
export CORE_AREA = 10 10 729 729
export DIE_AREA = 0 0 739 739
export SYNTH_HDL_FRONTEND = slang
File: flow/constraint.sdc
current_design P_HV_image

set clk_period 2.6
set clk_io_pct 0.2

create_clock -name clk0 -period $clk_period [get_ports {clk}]

set non_clock_inputs [all_inputs -no_clocks]
set_input_delay [expr $clk_period * $clk_io_pct] -clock clk0 $non_clock_inputs
set_output_delay [expr $clk_period * $clk_io_pct] -clock clk0 [all_outputs]
==> results.txt <==
yosys + openroad results -> final hold violation count=0, top area cells in the synthesized netlist=dfxtp_1, ha_1, xnor2_1, type of the worst setup path=flop to primary output, fraction of registers with async set/reset=0%, maximum number of pins on one net before global-route repair=109, period utilisation layout=140%, number of I/O pins=~1600, maximum fanout count along the critical path=3, setup slack at placement=-1850 ps, Detailed Place HPWL=between 200 and 300 mm, vertical extent of the die=roughly 740 um, adder-cell share of the synthesized area=18.9%, count leader, synth=inv_1, ratio of cells with drive above 1 in the final layout=between 30% and 40%, result of the run=complete, but fails checks, Tmin final=between 3000 and 4000 ps, Synth Seq Share=between 30% and 40%, dominant cell type by area after synthesis=dfxtp_1, maximum level of the CTS H-tree=4, met3 track utilization from global routing=between 4 and 5%, total routed wirelength=approximately 380 mm, number of logged tool warnings=32, clock root buffer=clkbuf_16, Core Rows=264, portion of netlist area occupied by mux cells=0%, total internal power=~55 mW, area fraction in and, or, nand and nor cells after synthesis=21.1%, VDD IR-drop max=about 0.47 mV, max-cap violations=0, DRC violation count after routing=0, buffer levels on the longest clock path=4, vias in the first global route=97301, type of the tightest min-delay check=primary input to flop, main logic family after synthesis=simple AND/OR/NAND/NOR gates, final-layout worst hold slack=~260 ps, capturing element type of the critical path=primary output, synthesized area divided by synthesized cell count=roughly 8.4 sq um, Gate Count Post-Synth=roughly 12000, width of the chip=~740 um, number of antenna violations at the first check in global routing=260, wire per inst=~16 um, Final Worst Setup Slack=-1050 ps, count of flip-flops with a built-in enable after synthesis=between 100 and 150, CTS Hold Buffers Added=0, switching part of the total power=29.2%, switching power total=around 23 mW, number of sinks handled by clock tree synthesis=between 1500 and 2000, Initial Util=between 20 and 25%, cell count in the Yosys report=12412, antenna viol nets, final=0, area of the synthesized netlist per yosys stat=105000 sq um, weighted congestion at the end of routability-driven global placement=around 0.9, share of power burned in registers=34.3%, Most Crowded Layer GR=met2, unique cell type count in the Yosys netlist=38, worst clock skew on the final layout=about 35 ps, Fillers=50736, critical path launch point type=flop, count of routing violations after the opening detailed-route iteration=4693, required time worst endpoint=~2100 ps, setup-violating endpoint count in the final report=around 150, Dominant flop cell=dfxtp_1, count of vias placed by the detailed router=approximately 100000, chip area=~550000 sq um, met1 Use GR=a little under a fifth, yosys aoi share=12.3%, routed vias/inst=approximately 4.3, Final Max Tran Viols=0, maximum operating frequency=between 200 and 300 MHz, Lkg Pwr=63.5 nW, transition time at the pin with the least slew margin=between 800 and 900 ps, power density normalized to cell area=~470 nW/um^2, Relative slew margins=around 45%, violated checks=setup timing, Worst-Skew Late Latency=~870 ps, Clock Pin Slew Worst Setup and Hold Paths=around 60 ps, Core Footprint=between 500000 and 600000 sq um, relative contribution of combinational cells to total power=28.2%, total global-route track usage=13.6%, IO buf count=around 1600, Top-area cell share=27.5%, Registers, synthesis=approximately 1600, met2 capacity usage during global routing=between 20% and 30%, RSZ-0062 raised after global routing=yes, clock buffers created by TritonCTS=just over 200, proportion of power drawn by the clock network=between 30 and 40%, count of TritonRoute iterations in the first routing pass=6, YS warnings=0, Data arrival, critical path=3130 ps, clock tree from TritonCTS=done, Synth top cells by count=inv_1, nor2_1, ha_1, sum of overflow across all layers after global routing=0, global-route wire length before repair=roughly 570 mm, TNS Setup=-66280 ps, xor+xnor area frac=~9%, synth-to-layout area growth=58.8%, post-synthesis instance area=105000 sq um
==> flip-flops by register name (all words and copies together) (netlist names) <==
name and flops:
genblk1.vdc.outcount 1440, genblk1.TFF.q 144
==> kinds of logic after synthesis <==
logic type,after synthesis
AND-OR/OR-AND,1756
XOR/XNOR,1076
adder cells (fa/ha/maj),1584
buffers and inverters,1949
flip-flops,1584
AND/OR/NAND/NOR,4463
==> placed cells by master, fill, tap and decap left out, drive strengths merged, types with 100 or more instances in the layout <==
cell	Yosys	layout
a21o	213	213
a21oi	508	508
and3	201	201
and4	119	119
buf	156	2174
clkbuf	23	294
clkdlybuf4s50	0	1440
dfxtp	1440	1440
diode	0	185
edfxtp	144	144
ha	1584	1584
inv	1770	1785
nand2	769	769
nand3	536	536
nand4	575	575
nor2	1619	1619
nor2b	144	144
nor3	172	172
o211ai	231	231
o21ai	378	378
or3	201	201
xnor2	976	976
xor2	100	100
==> routing by layer <==
layer | vias to the layer above | wire length [um]
met5 | - | 1100
met4 | 172 | 14200
met1 | 46116 | 171000
met2 | 2281 | 161000
li1 | 50535 | -
met3 | 764 | 33500
==> path summary, 6_finish.rpt <==
check	from	to	slack, ps	cells after the start
setup / recovery	genblk1[86].vdc.outcount[5]	out_p[86]	-1050	8
hold / removal	reset	genblk1[52].vdc.outcount[0]	260	3
setup reg to reg	genblk1[125].vdc.outcount[0]	genblk1[125].TFF.q	-860	25
hold reg to reg	genblk1[1].vdc.outcount[0]	genblk1[1].vdc.outcount[0]	430	1
==> repair_timing <==
action	4_1_cts	5_1_grt
pin swaps	939	605
cloned	0	0
setup endpoints to repair	145	153
endpoints found under the hold margin	0	0
buffers inserted	574	160
resized	3201	697
==> critical path, stage by stage (launching register included) <==
cell and delay, ps:
dfxtp_2 340, inv_4 50, ha_4 260, nand4_1 420
buf_4 320, or3_4 410, a21o_1 220, o221ai_4 90
buf_2 160
==> power by group through the flow <==
stage / sequential, mW / combinational, mW / clock [mW]
after CTS: 26.8 / 21.3 / 30.3
after global routing: 27.0 / 24.4 / 31.2
final: 26.9 / 22.1 / 29.3
==> final cells by class <==
| type | count | area [sq um] | share of cell area, % |
|---|---|---|---|
| Multi-Input combinational cell | 8879 | 77800 | 46.7 |
| Sequential cell | 1584 | 34300 | 20.6 |
| Timing Repair Buffer | 3614 | 31700 | 19.0 |
| Tap cell | 6916 | 8650 | 5.20 |
| Inverter | 1770 | 6670 | 4.01 |
| Clock buffer | 294 | 6060 | 3.64 |
| Clock inverter | 82 | 845 | 0.507 |
| Antenna cell | 185 | 463 | 0.278 |
==> per-stage QoR <==
| step | total power [mW] | std cells | utilization, % | instance area [sq um] |
|---|---|---|---|---|
| after global placement | 44.5 | 22082 | 27.0 | 139000 |
| final | 78.2 | 23324 | 32.3 | 167000 |
| after detailed placement | 44.7 | 22082 | 27.0 | 139000 |
| after global routing | 82.6 | 23232 | 32.2 | 166000 |
| after CTS | 78.4 | 23027 | 31.5 | 162000 |
| after floorplan | 34.7 | 12412 | - | 105000 |
No activity file was given, so power comes from the tool's default toggle rates.
