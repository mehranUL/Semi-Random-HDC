==> design/flow/design.v <==
module unary_gen #(parameter width=10)(scalar, clk, reset, u_out, out_count);
input [7:0] scalar;
input clk, reset;
output reg u_out;
output reg [width-1:0] out_count;
wire [width-1:0] temp;
assign temp = scalar << (width-8);
always @(posedge clk) begin
	if (reset || (out_count == (2**width)-1)) begin
		out_count <= 0;
	end else begin
		out_count <= out_count + 1;
        u_out <= (out_count < temp)? 1'b1 : 1'b0;
	end
end
endmodule
==> design/flow/run.sh <==
#!/bin/bash
# OpenROAD 26Q1-2900-gdf79404cd8, Yosys 0.63+post, stock flow scripts
make -C /OpenROAD-flow-scripts/flow DESIGN_CONFIG=/design/flow/config.mk WORK_HOME=/design/flow/orfs finish
==> design/flow/config.mk <==
export PLATFORM = sky130hd
export DESIGN_NAME = unary_gen
export DESIGN_NICKNAME = unary_gen
export VERILOG_FILES = /design/flow/design.v
export SDC_FILE = /design/flow/constraint.sdc
export NUM_CORES = 4
export LEC_CHECK = 1
export CORE_AREA = 10 10 81 81
export DIE_AREA = 0 0 91 91
export SYNTH_HDL_FRONTEND = slang
==> design/flow/constraint.sdc <==
current_design unary_gen

set clk_period 2.7
set clk_io_pct 0.2

create_clock -name clk0 -period $clk_period [get_ports {clk}]

set non_clock_inputs [all_inputs -no_clocks]
set_input_delay [expr $clk_period * $clk_io_pct] -clock clk0 $non_clock_inputs
set_output_delay [expr $clk_period * $clk_io_pct] -clock clk0 [all_outputs]
==> out/metrics.yaml <==
synth:
  mux_area_share_pct: 0
  area_leaders: "dfxtp_1, ha_1, xor2_1"
  top_logic_kind: "simple AND/OR/NAND/NOR gates"
  ys_area_um2: 637
  syn_avg_cell_area_um2: 9.37
  syn-cell-area_um2: 637
  ys_warn_count: 0
  ys_sh_simple_pct: 19.6
  synth-xor-area-share_pct: 8.25
  synthAoiAreaFrac_pct: 14.9
  ys_cells: 68
  top_area_cell: "dfxtp_1"
  synth-adder-area-share_pct: 15.7
  netlist_instances: 68
  yosys_register_bits: 11
  ys_seq_share_pct: 36.1
  synth.distinct_cells: 26
  top_cell_area_share_pct: 31.4
timing:
  setup_viol: 0
  drv_slew: 0
  max_slew_margin_pct: 78.3
  finalCritPeriodShare_pct: 65.4
  layout_min_cycle_time_ns: 1.77
  skew_ns: 0.00299
  final.setup.tns_ns: 0
  max_freq_ghz: 0.566
  rsz0062_at_grt: "false"
  finalHoldViolations: 0
  hold_slack_ns: 0.480
  worst_pin_slew_ns: 0.326
power:
  p_seq_share_pct: 45.7
  intPower_mw: 0.299
  power_frac_comb_pct: 11.3
  p_switching_mw: 0.0806
  clock_power_share_pct: 43.0
  max-vdd-ir-drop_v: 0.000168
  p_leak_nw: 0.394
  power_density_mw_per_mm2: 393
  p_sw_share_pct: 21.2
cells_and_area:
  n_fill_cell: 551
  fin_cells: 159
  final_area_um2: 966
  drive_gt1_share_pct: 10.9
  post-route-util_pct: 20.1
  area_delta_synth_final_pct: 51.7
clock_network:
  cts_buffers: 3
  tritoncts: "built"
  ctsResizeCount: 0
  cts_sinks: 11
  cts.path.max_buffers: 2
  htree_levels: 1
  clkLatencyLatePin_ns: 0.24
  cts_setup_buffers: 0
  clockRootBuffer: "clkbuf_8"
  clk_pin_slew_ns: 0.05
  hold_buffers: 0
setup_path:
  cp-endpoint: "u_out$_DFFE_PN_"
  worstPathCellList: "clkdlybuf4s50_1 -> inv_1 -> ha_1 -> a211oi_1 -> o21ai_0 -> a41oi_1"
  cp-startpoint: "scalar[1]"
  timing.rr.start: "out_count[0]$_SDFF_PP0_"
  required_ns: 2.78
  cpMaxStageDelayCell: "clkdlybuf4s50_1"
  crit_buf_inv: 2
  crit_type: "input port to flop"
  cp_top_family: "AND-OR/OR-AND gates"
  critPathCaptureType: "flop"
  crit_fanout: 1
  critical_path.max_stage_delay_ns: 0.45
  reg2reg_to: "u_out$_DFFE_PN_"
  rrSetupSlack_ns: 1.25
  path_depth: 6
  start_kind: "input port"
  cp.arrival_ns: 1.85
  reg2regPathDepth: 4
global_routing:
  grt_max_degree: 8
  grt_usage_pct: 4.06
  grt_remaining_overflow: 0
  grt_pass1_wl_um: 2790
  antenna_found_initial: 0
  grt_pass1_vias: 568
routing:
  n_antenna_cell: 0
  drc: 0
  antenna_left: 0
  vias_per_cell: 3.47
  num_vias: 551
  drt-total-wl_um: 1580
  drt_iter0_markers: 36
  dr.pass1.iters: 3
  wl_per_cell_um: 9.92
flow_run:
  warning_count: 25
  maxCapViolations: 0
placed_design:
  dp_hpwl_um: 1260
  portBuffers: 20
  placed_area_um2: 921
  gp_congestion: 0.780
  dpl.cell_count: 155
floorplanning:
  chipArea_mm2: 0.00828
  rows: 25
  num_io_pins: 21
  fp_util_pct: 13.2
  die_h_um: 91
  fp.dieW_um: 91
  coreArea_mm2: 0.00482
run_status:
  status: "complete, no violations"
min_path:
  hold_path.class: "flop to flop"
state kept, by name (all words and copies together), names as in the netlist:
signal	cells
u_out	1
out_count	10
layout by cell type, fill, tap and decap left out:
cell type and n:
clkdlybuf4s50_1 20, dfxtp_1 10, inv_1 9, ha_1 8
nor2_2 4, xor2_1 4, nor2_1 4, a21oi_1 3
nand3_1 3, clkbuf_8 3, o211ai_1 2, o21ai_0 2
a21o_1 2, xnor2_1 2, nand2_1 2, nand2b_1 1
a211oi_1 1, a41oi_1 1, and4_4 1, and2_4 1
and3_1 1, a31o_4 1, nand4_1 1, and2_0 1
or3b_1 1, a31oi_1 1, nand4b_1 1, clkbuf_1 1
edfxtp_1 1
final cells by class:
| cell class | count | area [µm²] | area share (%) |
|---|---|---|---|
| multi-input combinational | 48 | 373 | 38.6 |
| sequential | 11 | 230 | 23.8 |
| timing repair buffer | 20 | 200 | 20.7 |
| tap | 67 | 83.8 | 8.68 |
| clock buffer | 4 | 45.0 | 4.66 |
| inverter | 9 | 33.8 | 3.50 |
kinds of logic after synthesis:
| family | Yosys count |
|---|---|
| compound gates | 13 |
| simple gates | 21 |
| flops | 11 |
| fa+ha+maj | 8 |
| buf+inv | 9 |
| xor+xnor | 6 |
metal layers:
metal	share of wire (%)	vias to the layer above	GRT usage (%)
li1	-	287	-
met1	48	245	5.20
met2	38	17	5.67
met3	13	2	2.82
met4	0.63	0	0.392
met5	0	-	0
cells in the mapped netlist:
| cell | count |
|---|---|
| and2_4 | 1 |
| xor2_1 | 4 |
| a211oi_1 | 1 |
| nor2_1 | 4 |
| and2_0 | 1 |
| nand4b_1 | 1 |
| nor2_2 | 4 |
| a41oi_1 | 1 |
| a31oi_1 | 1 |
| inv_1 | 9 |
| a21o_1 | 2 |
| or3b_1 | 1 |
| and4_4 | 1 |
| o211ai_1 | 2 |
| nand2b_1 | 1 |
| ha_1 | 8 |
| nand3_1 | 3 |
| xnor2_1 | 2 |
| a21oi_1 | 3 |
| dfxtp_1 | 10 |
| nand2_1 | 2 |
| o21ai_0 | 2 |
| nand4_1 | 1 |
| a31o_4 | 1 |
| and3_1 | 1 |
| edfxtp_1 | 1 |
power by group through the flow:
stage | registers, mW | logic (mW) | clock network, mW
4_1_cts | 0.174 | 0.0438 | 0.170
5_1_grt | 0.174 | 0.0498 | 0.182
6_report | 0.173 | 0.0429 | 0.163
worst min path at each step:
stage	cells past startpoint	from	slack [ns]	end
4_1_cts	1	out_count[0]$_SDFF_PP0_	0.48	out_count[0]$_SDFF_PP0_
6_report	1	out_count[0]$_SDFF_PP0_	0.48	out_count[0]$_SDFF_PP0_
5_1_grt	1	out_count[0]$_SDFF_PP0_	0.51	out_count[0]$_SDFF_PP0_
through the flow:
stage | total power, mW | worst slack (ns)
6_report | 0.380 | 0.933
5_1_grt | 0.406 | 0.860
4_1_cts | 0.387 | 0.902
3_5_place_dp | 0.220 | 0.659
3_3_place_gp | 0.221 | 0.688
2_1_floorplan | 0.193 | 1.24
Power is estimated from default activity; no workload was simulated.
