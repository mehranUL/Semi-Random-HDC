### design/flow/run.sh
#!/bin/bash
# OpenROAD 26Q1-2900-gdf79404cd8, Yosys 0.63+post, stock flow scripts
make -C /OpenROAD-flow-scripts/flow DESIGN_CONFIG=/design/flow/config.mk WORK_HOME=/design/flow/orfs finish
### design/flow/config.mk
export PLATFORM = sky130hd
export DESIGN_NAME = P_HV_gen
export DESIGN_NICKNAME = P_HV_gen
export VERILOG_FILES = /design/flow/design.v
export SDC_FILE = /design/flow/constraint.sdc
export NUM_CORES = 4
export LEC_CHECK = 1
export CORE_AREA = 10 10 70 70
export DIE_AREA = 0 0 80 80
export SYNTH_HDL_FRONTEND = slang
### design/flow/constraint.sdc
current_design P_HV_gen

set clk_period 2.4
set clk_io_pct 0.2

create_clock -name clk0 -period $clk_period [get_ports {clk}]

set non_clock_inputs [all_inputs -no_clocks]
set_input_delay [expr $clk_period * $clk_io_pct] -clock clk0 $non_clock_inputs
set_output_delay [expr $clk_period * $clk_io_pct] -clock clk0 [all_outputs]
### design/flow/design.v
module P_HV_gen (clk, reset, scalar, out_p);
input clk, reset;
input reg [9:0] scalar;
output out_p;
wire bs_vdc, Q_T;
vdc10bit vdc(clk, reset, scalar, bs_vdc);
jk_ff TFF(bs_vdc, bs_vdc, clk, Q_T);
assign out_p = bs_vdc ^ Q_T;
endmodule
module jk_ff ( input j, input k, input clk, output q);  
   reg q;  
   always @ (posedge clk) begin  
      case ({j,k})  
         2'b00 :  q <= q;  
         2'b01 :  q <= 0;  
         2'b10 :  q <= 1;  
         2'b11 :  q <= ~q;  
      endcase 
	end	  
endmodule
module vdc10bit(clk, reset, scalar, bs);
input clk,reset;
input [9:0] scalar;
output bs;
reg [9:0] outcount;
wire [9:0] vdcout;
always@(posedge clk)
begin
    if(reset)
        outcount <= 0;
    else
        outcount <= outcount + 1;
end
assign vdcout [9:0] = {outcount[0],outcount[1],outcount[2],outcount[3],outcount[4],outcount[5],outcount[6],outcount[7],outcount[8],outcount[9]};
assign bs = (scalar > vdcout) ? 1'b1:1'b0;
endmodule
==> results.toml <==
# yosys + openroad results
[run]
warnings = 26
maxCapViolCount = 0

[critical_path]
required_ps = 1920
path_buffers = 3
crit_path_cell_trace = "clkdlybuf4s15_1 -> ha_4 -> nand4_1 -> buf_4 -> nor2_4 -> a2111oi_4 -> o221ai_2 -> buf_2"
arrival_ps = 1820
slowest_stage = "a2111oi_4"
worst-path-max-fanout = 2
endpoint_kind = "primary output"
criticalPathCategory = "primary input to primary output"
max_stage_delay_ps = 370
crit_path_start_kind = "primary input"
cp_top_family = "AND-OR/OR-AND gates"

[die]
core.rowCount = 21
fp_util_pct = 21.7
die-area_um2 = 6400
die_x_um = 80
ios = 13
core_region_area_um2 = 3420
chipHeight_um = 80

[placed_design]
io_buffers = 12
hpwl_mm = 1.28
place_ws_ps = -607
globalplace.congestion = 0.796
place_inst = 158

[routing]
avgViaCountPerCell = 4.11
drc_errors = 0
wl_per_cell_um = 10.3
vias = 691
detail_route.first_pass.iterations = 2
drtIter0Drc = 7
antennaDiodeCount = 0
wl_mm = 1.74
postRouteAntennaNets = 0

[sta]
fin_ws_ps = 96.1
slew_headroom_pct = 75.5
period_needed_ps = 2300
setup_viol = 0
final_hold_viol_count = 0
clock_skew_ps = 1.30
fmax_mhz = 434
fin_hold_ws_ps = 526
worst_slew_pin_slew_ps = 366
rsz0062_at_grt = "true"
final_max_slew_viol_count = 0
finalCritPeriodShare_pct = 96.0

[status]
outcome = "completed"

[yosys]
synth_area_leader_cell = "dfxtp_1"
synthCells = 87
synth.distinct_cells = 24
most_common_cell = "nor2_1"
synth.area.top_cells = "dfxtp_1, ha_1, xnor2_1, nor2_1, inv_1"
edf_count = 1
netlist.area_leader.share_pct = 27.0
postSynthAreaPerCell_um2 = 8.51
ys.flop_type = "dfxtp_1"
ys_cells = 87
synth_seq_share_pct = 31.1
yosys-top-cells-count = "nor2_1, inv_1, ha_1"
syn_area_um2 = 741
synth_flop_count = 11
yosysChipArea_um2 = 741
synthArstFlopShare_pct = 0
ys_warn_count = 0

[final_layout]
final_cells = 168
fillers = 344
register_area_um2 = 239
areaGrowthSynthToFinish_pct = 62.0
drive_gt1_share_pct = 52.5
final-comb-area_um2 = 599

[global_route]
grt_pass1_wl_mm = 2.90
grt_pass1_vias = 653
gr-total-overflow = 0
track_usage_pct = 5.39
grt_max_degree = 11
antenna_found_initial = 0

[clock_tree]
cts_sinks = 11
cts_tree = "built"
postCtsHoldBufs = 0
root_buffer = "clkbuf_4"
cts_buffer_depth = 2
clk_pin_slew_ps = 70
clock_latency_ps = 260
htree_levels = 1
cts-buffers-inserted = 3

[pwr]
ir_drop_mv = 0.141
leakage_uw = 0.000466
power_density_nw_per_um2 = 392

[min_path]
hp-class = "flop to flop"
==> per-stage QoR <==
| stage | cell area, um^2 | setup TNS, ps | utilization (%) | total power (uW) |
|---|---|---|---|---|
| floorplan | 741 | 0 | - | 260 |
| global placement | 1020 | -592 | 29.9 | 313 |
| detailed placement | 1020 | -607 | 29.9 | 316 |
| CTS | 1090 | 0 | 31.9 | 449 |
| global route | 1200 | -21.5 | 35.1 | 503 |
| finish | 1200 | 0 | 35.1 | 470 |
==> flip-flops by register name (all words and copies together), names as in the netlist <==
register	cells
TFF.q	1
vdc.outcount	10
==> kinds of logic (layout without fill, tap and decap cells) <==
logic type | Yosys count | count (layout) | share of synthesized area, %
DFF | 11 | 11 | 31.1
AOI/OAI and AO/OA | 11 | 11 | 10.8
xor gates and xnor gates | 8 | 8 | 9.46
adders and majority gates | 11 | 11 | 18.6
buffers and inverters | 13 | 48 | 6.59
and+or+nand+nor | 33 | 33 | 23.5
==> cell type report <==
class / count / area share (%)
Timing Repair Buffer: 32 / 19.4
Multi-Input combinational cell: 63 / 49.9
Tap cell: 46 / 4.80
Clock buffer: 4 / 2.19
Inverter: 12 / 3.75
Sequential cell: 11 / 19.9
==> tightest hold or removal path: stages, from the launching register on <==
cell and delay (ps):
dfxtp_1 350, xnor2_1 80, nor2_1 70
==> cell usage in the layout (no fill, tap or decap), types with 2 or more instances in the layout <==
master and count:
ha_1 4, xnor2_1 8, inv_2 7, nand3_1 4, buf_4 20, nor4_2 2, nor2_1 12, clkbuf_4 3
clkdlybuf4s15_1 2, a21oi_1 2, o21ai_2 2, nand4_1 2, ha_4 7, a21o_1 2, dlygate4sd2_1 2, dfxtp_1 3
clkbuf_2 6, dfxtp_2 7, nand2_1 4, inv_1 5
==> worst paths after layout <==
kind | startpoint | to | slack, ps | cells past startpoint
setup / recovery | scalar[5] | out_p | 100 | 8
hold / removal | vdc.outcount[8] | vdc.outcount[8] | 530 | 2
setup reg to reg | vdc.outcount[7] | TFF.q | 660 | 8
hold reg to reg | vdc.outcount[8] | vdc.outcount[8] | 530 | 2
==> report_power, final <==
group | internal, uW | switching, uW
Clock | 64.2 | 65.4
Combinational | 75.0 | 63.8
Sequential | 196 | 5.37
Total | 335 | 135
==> layer usage <==
layer	up-vias	track usage (%)	part of all wire, %	wire, um
met1	311	7.86	50	866
met5	-	0	0	0
met3	2	1.48	5.5	95
met2	8	7.78	44	761
met4	0	0.880	0.69	12
li1	370	-	-	-
==> what timing repair did <==
item / 4_1_cts / 5_1_grt
gates cloned: 0 / 0
endpoints found under the setup margin: 1 / 1
setup buffers: 0 / 6
pin swaps: 17 / 11
gates resized: 26 / 34
No activity file was given, so power comes from the tool's default toggle rates.
